==> flow/design.v <==
module mips #(parameter WIDTH = 8, REGBITS = 3)
             (input              clk, reset, 
              input  [WIDTH-1:0] memdata, 
              output             memread, memwrite, 
              output [WIDTH-1:0] adr, writedata);
   wire [31:0] instr;
   wire        zero, alusrca, memtoreg, iord, pcen, regwrite, regdst;
   wire [1:0]  aluop,pcsource,alusrcb;
   wire [3:0]  irwrite;
   wire [2:0]  alucont;
   controller  cont(clk, reset, instr[31:26], zero, memread, memwrite, 
                    alusrca, memtoreg, iord, pcen, regwrite, regdst,
                    pcsource, alusrcb, aluop, irwrite);
   alucontrol  ac(aluop, instr[5:0], alucont);
   datapath    #(WIDTH, REGBITS) 
               dp(clk, reset, memdata, alusrca, memtoreg, iord, pcen,
                  regwrite, regdst, pcsource, alusrcb, irwrite, alucont,
                  zero, instr, adr, writedata);
endmodule
module controller(input clk, reset, 
                  input      [5:0] op, 
                  input            zero, 
                  output reg       memread, memwrite, alusrca, memtoreg, iord, 
                  output           pcen, 
                  output reg       regwrite, regdst, 
                  output reg [1:0] pcsource, alusrcb, aluop, 
                  output reg [3:0] irwrite);
   parameter   FETCH1  =  4'b0001;
   parameter   FETCH2  =  4'b0010;
   parameter   FETCH3  =  4'b0011;
   parameter   FETCH4  =  4'b0100;
   parameter   DECODE  =  4'b0101;
   parameter   MEMADR  =  4'b0110;
   parameter   LBRD    =  4'b0111;
   parameter   LBWR    =  4'b1000;
   parameter   SBWR    =  4'b1001;
   parameter   RTYPEEX =  4'b1010;
   parameter   RTYPEWR =  4'b1011;
   parameter   BEQEX   =  4'b1100;
   parameter   JEX     =  4'b1101;
   parameter   LB      =  6'b100000;
   parameter   SB      =  6'b101000;
   parameter   RTYPE   =  6'b0;
   parameter   BEQ     =  6'b000100;
   parameter   J       =  6'b000010;
   reg [3:0] state, nextstate;
   reg       pcwrite, pcwritecond;
   always @(posedge clk)
      if(reset) state <= FETCH1;
      else state <= nextstate;
   always @(*)
      begin
         case(state)
            FETCH1:  nextstate <= FETCH2;
            FETCH2:  nextstate <= FETCH3;
            FETCH3:  nextstate <= FETCH4;
            FETCH4:  nextstate <= DECODE;
            DECODE:  case(op)
                        LB:      nextstate <= MEMADR;
                        SB:      nextstate <= MEMADR;
                        RTYPE:   nextstate <= RTYPEEX;
                        BEQ:     nextstate <= BEQEX;
                        J:       nextstate <= JEX;
                        default: nextstate <= FETCH1;  
                     endcase
            MEMADR:  case(op)
                        LB:      nextstate <= LBRD;
                        SB:      nextstate <= SBWR;
                        default: nextstate <= FETCH1;  
                     endcase
            LBRD:    nextstate <= LBWR;
            LBWR:    nextstate <= FETCH1;
            SBWR:    nextstate <= FETCH1;
            RTYPEEX: nextstate <= RTYPEWR;
            RTYPEWR: nextstate <= FETCH1;
            BEQEX:   nextstate <= FETCH1;
            JEX:     nextstate <= FETCH1;
            default: nextstate <= FETCH1;  
         endcase
      end
   always @(*)
      begin
            irwrite <= 4'b0000;
            pcwrite <= 0; pcwritecond <= 0;
            regwrite <= 0; regdst <= 0;
            memread <= 0; memwrite <= 0;
            alusrca <= 0; alusrcb <= 2'b00; aluop <= 2'b00;
            pcsource <= 2'b00;
            iord <= 0; memtoreg <= 0;
            case(state)
               FETCH1: 
                  begin
                     memread <= 1; 
                     irwrite <= 4'b1000; 
                     alusrcb <= 2'b01; 
                     pcwrite <= 1;
                  end
               FETCH2: 
                  begin
                     memread <= 1;
                     irwrite <= 4'b0100;
                     alusrcb <= 2'b01;
                     pcwrite <= 1;
                  end
               FETCH3:
                  begin
                     memread <= 1;
                     irwrite <= 4'b0010;
                     alusrcb <= 2'b01;
                     pcwrite <= 1;
                  end
               FETCH4:
                  begin
                     memread <= 1;
                     irwrite <= 4'b0001;
                     alusrcb <= 2'b01;
                     pcwrite <= 1;
                  end
               DECODE: alusrcb <= 2'b11;
               MEMADR:
                  begin
                     alusrca <= 1;
                     alusrcb <= 2'b10;
                  end
               LBRD:
                  begin
                     memread <= 1;
                     iord    <= 1;
                  end
               LBWR:
                  begin
                     regwrite <= 1;
                     memtoreg <= 1;
                  end
               SBWR:
                  begin
                     memwrite <= 1;
                     iord     <= 1;
                  end
               RTYPEEX: 
                  begin
                     alusrca <= 1;
                     aluop   <= 2'b10;
                  end
               RTYPEWR:
                  begin
                     regdst   <= 1;
                     regwrite <= 1;
                  end
               BEQEX:
                  begin
                     alusrca     <= 1;
                     aluop       <= 2'b01;
                     pcwritecond <= 1;
                     pcsource    <= 2'b01;
                  end
               JEX:
                  begin
                     pcwrite  <= 1;
                     pcsource <= 2'b10;
                  end
         endcase
      end
   assign pcen = pcwrite | (pcwritecond & zero);  
endmodule
module alucontrol(input      [1:0] aluop, 
                  input      [5:0] funct, 
                  output reg [2:0] alucont);
   always @(*)
      case(aluop)
         2'b00: alucont <= 3'b010;   
         2'b01: alucont <= 3'b110;   
         default: case(funct)        
                     6'b100000: alucont <= 3'b010;  
                     6'b100010: alucont <= 3'b110;  
                     6'b100100: alucont <= 3'b000;  
                     6'b100101: alucont <= 3'b001;  
                     6'b101010: alucont <= 3'b111;  
                     default:   alucont <= 3'b101;  
                  endcase
      endcase
endmodule
module datapath #(parameter WIDTH = 8, REGBITS = 3)
                 (input              clk, reset, 
                  input  [WIDTH-1:0] memdata, 
                  input              alusrca, memtoreg, iord, pcen, regwrite, regdst,
                  input  [1:0]       pcsource, alusrcb, 
                  input  [3:0]       irwrite, 
                  input  [2:0]       alucont, 
                  output             zero, 
                  output [31:0]      instr, 
                  output [WIDTH-1:0] adr, writedata);
   parameter CONST_ZERO = 8'b0;
   parameter CONST_ONE =  8'b1;
   wire [REGBITS-1:0] ra1, ra2, wa;
   wire [WIDTH-1:0]   pc, nextpc, md, rd1, rd2, wd, a, src1, src2, aluresult,
                          aluout, constx4;
   assign constx4 = {instr[WIDTH-3:0],2'b00};
   assign ra1 = instr[REGBITS+20:21];
   assign ra2 = instr[REGBITS+15:16];
   mux2       #(REGBITS) regmux(instr[REGBITS+15:16], instr[REGBITS+10:11], regdst, wa);
   flopen     #(8)      ir0(clk, irwrite[0], memdata[7:0], instr[7:0]);
   flopen     #(8)      ir1(clk, irwrite[1], memdata[7:0], instr[15:8]);
   flopen     #(8)      ir2(clk, irwrite[2], memdata[7:0], instr[23:16]);
   flopen     #(8)      ir3(clk, irwrite[3], memdata[7:0], instr[31:24]);
   flopenr    #(WIDTH)  pcreg(clk, reset, pcen, nextpc, pc);
   flop       #(WIDTH)  mdr(clk, memdata, md);
   flop       #(WIDTH)  areg(clk, rd1, a);	
   flop       #(WIDTH)  wrd(clk, rd2, writedata);
   flop       #(WIDTH)  res(clk, aluresult, aluout);
   mux2       #(WIDTH)  adrmux(pc, aluout, iord, adr);
   mux2       #(WIDTH)  src1mux(pc, a, alusrca, src1);
   mux4       #(WIDTH)  src2mux(writedata, CONST_ONE, instr[WIDTH-1:0], 
                                constx4, alusrcb, src2);
   mux4       #(WIDTH)  pcmux(aluresult, aluout, constx4, CONST_ZERO, pcsource, nextpc);
   mux2       #(WIDTH)  wdmux(aluout, md, memtoreg, wd);
   regfile    #(WIDTH,REGBITS) rf(clk, regwrite, ra1, ra2, wa, wd, rd1, rd2);
   alu        #(WIDTH) alunit(src1, src2, alucont, aluresult);
   zerodetect #(WIDTH) zd(aluresult, zero);
endmodule
module alu #(parameter WIDTH = 8)
            (input      [WIDTH-1:0] a, b, 
             input      [2:0]       alucont, 
             output reg [WIDTH-1:0] result);
   wire     [WIDTH-1:0] b2, sum, slt;
   assign b2 = alucont[2] ? ~b:b; 
   assign sum = a + b2 + alucont[2];
   assign slt = sum[WIDTH-1];
   always@(*)
      case(alucont[1:0])
         2'b00: result <= a & b;
         2'b01: result <= a | b;
         2'b10: result <= sum;
         2'b11: result <= slt;
      endcase
endmodule
module regfile #(parameter WIDTH = 8, REGBITS = 3)
                (input                clk, 
                 input                regwrite, 
                 input  [REGBITS-1:0] ra1, ra2, wa, 
                 input  [WIDTH-1:0]   wd, 
                 output [WIDTH-1:0]   rd1, rd2);
   reg  [WIDTH-1:0] RAM [(1<<REGBITS)-1:0];
   always @(posedge clk)
      if (regwrite) RAM[wa] <= wd;	
   assign rd1 = ra1 ? RAM[ra1] : 0;
   assign rd2 = ra2 ? RAM[ra2] : 0;
endmodule
module zerodetect #(parameter WIDTH = 8)
                   (input [WIDTH-1:0] a, 
                    output            y);
   assign y = (a==0);
endmodule	
module flop #(parameter WIDTH = 8)
             (input                  clk, 
              input      [WIDTH-1:0] d, 
              output reg [WIDTH-1:0] q);
   always @(posedge clk)
      q <= d;
endmodule
module flopen #(parameter WIDTH = 8)
               (input                  clk, en,
                input      [WIDTH-1:0] d, 
                output reg [WIDTH-1:0] q);
   always @(posedge clk)
      if (en) q <= d;
endmodule
module flopenr #(parameter WIDTH = 8)
                (input                  clk, reset, en,
                 input      [WIDTH-1:0] d, 
                 output reg [WIDTH-1:0] q);
   always @(posedge clk)
      if      (reset) q <= 0;
      else if (en)    q <= d;
endmodule
module mux2 #(parameter WIDTH = 8)
             (input  [WIDTH-1:0] d0, d1, 
              input              s, 
              output [WIDTH-1:0] y);
   assign y = s ? d1 : d0; 
endmodule
module mux4 #(parameter WIDTH = 8)
             (input      [WIDTH-1:0] d0, d1, d2, d3,
              input      [1:0]       s, 
              output reg [WIDTH-1:0] y);
   always @(*)
      case(s)
         2'b00: y <= d0;
         2'b01: y <= d1;
         2'b10: y <= d2;
         2'b11: y <= d3;
      endcase
endmodule
==> flow/run.sh <==
#!/bin/bash
# OpenROAD 26Q1-2900-gdf79404cd8, Yosys 0.63+post, stock flow scripts
make -C /OpenROAD-flow-scripts/flow DESIGN_CONFIG=/design/flow/config.mk WORK_HOME=/design/flow/orfs finish
==> flow/config.mk <==
export PLATFORM = sky130hd
export DESIGN_NAME = mips
export DESIGN_NICKNAME = mips
export VERILOG_FILES = /design/flow/design.v
export SDC_FILE = /design/flow/constraint.sdc
export NUM_CORES = 4
export LEC_CHECK = 1
export CORE_UTILIZATION = 40
==> flow/constraint.sdc <==
current_design mips

set clk_period 9.6
set clk_io_pct 0.2

create_clock -name clk0 -period $clk_period [get_ports {clk}]

set non_clock_inputs [all_inputs -no_clocks]
set_input_delay [expr $clk_period * $clk_io_pct] -clock clk0 $non_clock_inputs
set_output_delay [expr $clk_period * $clk_io_pct] -clock clk0 [all_outputs]
==> Changelog: implementation <==
### Physical design

- Leak: about 2.7 nW
- Final critical-path share of the clock period: 0.444
- Total Power: between 1.5 and 2 mW
- Number of cells in Yosys stat: between 500 and 600
- GP Congestion: ~1.0
- Floorplan Utilization: 0.408
- Worst slew margin: 0.364
- Crit-path cells: nor2_1 > mux2_2 > clkdlybuf4s50_1
- Worst hold stages: 1
- RSZ-0062 raised after global routing: no
- Largest net degree at the start of global routing: 25
- Synth flops: between 100 and 150
- Hold WC Path Type: reg2reg
- GRT Residual Overflow: 0
- DR vias/cell: between 5 and 6
- Top Layout Cells: edfxtp_1, dfxtp_1, nor2_1, nand2_1, mux2_2
- Reg2Reg Depth: 14
- Tool warnings: 26
- Worst-Margin Slew: roughly 0.95 ns
- First-pass GRT wire length: between 20000 and 30000 um
- Min Clock Period, post-route: ~4.3 ns
- Die width: 129 um
- Worst EP required: ~7.7 ns
- Vias in the first global route: ~4500
- DRC Markers: 0
- Clk root buf: clkbuf_16
- CP bufs+invs: 1
- Final worst setup slack: 5.34 ns
- Setup WS pre-CTS: ~5.5 ns
- Clock Tree Buf Depth: 2
- Die area: between 15000 and 20000 sq um
- Reg2reg setup slack: 5.35 ns
- Max_cap viols: 0
- Status: complete, no violations
- Setup crit end kind: output pin
- Layout Cells excl Fill: roughly 800
- Post-Place Cells: 758
- Antenna diodes: 0
- Endpoints failing hold: 0
- Uppermost routed layer: met4
- Met3 WL post-DR: about 1100 um
- Wire per inst: between 20 and 25 um
- Worst EP arrival: ~2.3 ns
- Clk slew on worst S/H paths: 0.06 ns
- Late-Pin Clk Latency: around 0.41 ns
- Die Y: roughly 130 um
- Detail Placement HPWL: around 12000 um
- Antenna violations before repair: 0
- Syn Area/Cell: 12.0 sq um
- Cts repair resizes: 0
- Pre-antenna DRT Iters: 7
- Num CTS Buffers: 17
- Via count: around 4500
- Ys async rst share: 0
- Post-synth top flop: edfxtp_1
- PwrDens: about 200 nW/um^2
- Yosys synthesis chip area: about 6500 sq um
- Worst Path Max Fanout: 8
- Core box area: about 16000 sq um
- CP max stage cell: nor2_1
- Max Clk Rate: 235 MHz
- Met2 routed wirelength: 7930 um
- Final clock skew: ~0.0084 ns
- Post-Syn Instances: 541
- Setup violation total in the final timing report: 0
- Drt total wl: around 16000 um
- Max-slew violation count: 0
- Synth Seq Share: 0.543
- Post-synth EDFFs: between 80 and 90
- Port bufs: 27
- Clock sink count: about 140
- Most numerous logic cell after layout: edfxtp_1
- Largest stage delay, worst path: approximately 0.73 ns
- Setup tns final: 0 ns
- Peak supply drop: 0.129 mV
- DR iter-0 viols: around 330
- Ys Warns: 8
- Worst path top cell family by delay: simple AND/OR/NAND/NOR gates
- Cell Type Count: about 68
- Crit start category: flop
- Post-CTS Hold Buffers: 0
- Layout area overhead: 16.0%
- Layout cells sized above 1: 0.185
- H-tree Lvls: 4
- Final antenna-violating net count: 0
- Total global-route track usage: 0.222
- Crit Path Category: reg2out
- WHS: just under 0.5 ns
- Critical path depth in cells: 3
- Metal-1 WL: ~7000 um
- Post-CTS Setup Bufs: 0
- I/O pins: 28
- CTS tree: done
- Fillers: ~1400
- Post-Syn Area: around 6500 sq um
- Site Rows: around 46
synthesized netlist by cell type (7+ instances only):
cell type / number / share of area
edfxtp_1: 82 / 0.38
dfxtp_1: 53 / 0.16
nor2_1: 47 / 0.027
nand2_1: 39 / 0.023
mux2_2: 36 / 0.063
a21oi_1: 22 / 0.017
clkbuf_1: 22 / 0.013
o21ai_0: 22 / 0.017
mux4_2: 16 / 0.056
inv_1: 15 / 0.0087
nor3_1: 13 / 0.010
nand3_1: 12 / 0.0093
nor2b_1: 12 / 0.012
a22oi_1: 9 / 0.010
a221oi_1: 8 / 0.011
mux2i_1: 8 / 0.012
a211oi_1: 7 / 0.0081
ha_1: 7 / 0.014
xnor2_1: 7 / 0.0095
state kept, by name, summed over array words and instances (netlist names):
| name | count |
|---|---|
| cont.state | 13 |
| dp.areg.q | 8 |
| dp.ir0.q | 8 |
| dp.ir1.q | 3 |
| dp.ir2.q | 6 |
| dp.ir3.q | 6 |
| dp.mdr.q | 8 |
| dp.pcreg.q | 8 |
| dp.res.q | 8 |
| dp.rf.RAM | 59 |
| dp.wrd.q | 8 |
logic make-up after synthesis:
group | share of synthesized area
flip-flops | 0.543
AND/OR/NAND/NOR | 0.123
multiplexers | 0.130
buffers and inverters | 0.0305
AND-OR/OR-AND | 0.143
XOR/XNOR | 0.0135
adder cells (fa/ha/maj) | 0.0166
power breakdown:
group	total, mW	leakage (nW)	internal (mW)	switching [mW]
combinational	0.180	1.18	0.0786	0.101
sequential	0.686	1.19	0.661	0.0251
clock	0.644	0.280	0.398	0.246
area by class of cell:
| type | count | area (sq um) | area share |
|---|---|---|---|
| flip-flops and latches | 135 | 3520 | 0.468 |
| inverters | 15 | 56.3 | 0.00748 |
| clock buffers | 19 | 453 | 0.0602 |
| multi-input cells | 359 | 2770 | 0.367 |
| clock inverters | 13 | 143 | 0.0190 |
| repair buffers | 33 | 315 | 0.0419 |
| well taps | 216 | 270 | 0.0359 |
per-layer routing:
| layer | track usage | vias to the layer above |
|---|---|---|
| met5 | 0 | - |
| met4 | 0.0540 | 0 |
| met3 | 0.0606 | 30 |
| met2 | 0.355 | 181 |
| met1 | 0.319 | 2200 |
| li1 | - | 2096 |
stage by stage:
stage                     cell area [sq um]   util
after CTS                              7530  0.474
after global routing                   7530  0.474
after global placement                 6930  0.436
final                                  7530  0.474
after detailed placement               6930  0.436
after floorplan                        6490      -
worst paths after layout:
kind / from / end
min reg2reg: dp.ir3.q[5] / cont.state[12]
max reg2reg: cont.state[2] / dp.pcreg.q[3]
max: cont.state[7] / adr[4]
min: dp.ir3.q[5] / cont.state[12]
Power and IR drop assume default switching activity.
